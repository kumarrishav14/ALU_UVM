$ cat design.v
module Eight_bit_ALU_rtl_design(OPA,OPB,CIN,CLK,RST,CMD,CE,MODE,COUT,OFLOW,RES,G,E,L,ERR);
  input [7:0] OPA,OPB;
  input CLK,RST,CE,MODE,CIN;
  input [3:0] CMD;
  output reg [8:0] RES = 9'bz;
  output reg COUT = 1'bz;
  output reg OFLOW = 1'bz;
  output reg G = 1'bz;
  output reg E = 1'bz;
  output reg L = 1'bz;
  output reg ERR = 1'bz;
  reg [7:0] OPA_1, OPB_1;
    always@(posedge CLK)
      begin
       if(CE)                    
        begin
         if(RST)                 
          begin
            RES=9'bzzzzzzzzz;
            COUT=1'bz;
            OFLOW=1'bz;
            G=1'bz;
            E=1'bz;
            L=1'bz;
            ERR=1'bz;
          end
         else if(MODE)           
         begin
           RES=9'bzzzzzzzzz;
           COUT=1'bz;
           OFLOW=1'bz;
           G=1'bz;
           E=1'bz;
           L=1'bz;
           ERR=1'bz;
          case(CMD)              
           4'b0000:              
            begin             
              RES=OPA+OPB;
              COUT=RES[8]?1:0;
            end
	   4'b0001:              
            begin
             OFLOW=(OPA<OPB)?1:0;
             RES=OPA-OPB;
            end
           4'b0010:              
            begin
             RES=OPA+OPB+CIN;
             COUT=RES[8]?1:0;
            end
           4'b0011:              
           begin
            OFLOW=(OPA<OPB)?1:0;
            RES=OPA-OPB-CIN;
           end
           4'b0100:RES=OPA+1;     
           4'b0101:RES=OPA-1;     
           4'b0110:RES=OPB+1;     
           4'b0111:RES=OPB-1;     
           4'b1000:               
           begin
            RES=9'bzzzzzzzzz;
            if(OPA==OPB)
             begin
               E=1'b1;
               G=1'bz;
               L=1'bz;
             end
            else if(OPA>OPB)
             begin
               E=1'bz;
               G=1'b1;
               L=1'bz;
             end
            else 
             begin
               E=1'bz;
               G=1'bz;
               L=1'b1;
             end
           end
           default:    
            begin
            RES=9'bzzzzzzzzz;
            COUT=1'bz;
            OFLOW=1'bz;
            G=1'bz;
            E=1'bz;
            L=1'bz;
            ERR=1'bz;
           end
          endcase
         end
        else           
        begin 
           RES=9'bzzzzzzzzz;
           COUT=1'bz;
           OFLOW=1'bz;
           G=1'bz;
           E=1'bz;
           L=1'bz;
           ERR=1'bz;
           case(CMD)     
             4'b0000:RES={1'b0,OPA&OPB};      
             4'b0001:RES={1'b0,~(OPA&OPB)};   
             4'b0010:RES={1'b0,OPA|OPB};      
             4'b0011:RES={1'b0,~(OPA|OPB)};   
             4'b0100:RES={1'b0,OPA^OPB};      
             4'b0101:RES={1'b0,~(OPA^OPB)};   
             4'b0110:RES={1'b0,~OPA};         
             4'b0111:RES={1'b0,~OPB};         
             4'b1000:RES={1'b0,OPA>>1};       
             4'b1001:RES={1'b0,OPA<<1};       
             4'b1010:RES={1'b0,OPB>>1};       
             4'b1011:RES={1'b0,OPB<<1};       
             4'b1100:                         
             begin 
               if(OPB[0])
                 OPA_1 = {OPA[6:0], OPA[7]};
               else
                 OPA_1 = OPA;
               if(OPB[1])
                 OPB_1 =  {OPA_1[5:0], OPA_1[7:6]}; 
               else
                 OPB_1= OPA_1;
               if(OPB[2])
                 RES =  {OPB_1[3:0], OPB_1[7:4]} ;
               else
                 RES = OPB_1;
               if(OPB[4] | OPB[5] | OPB[6] | OPB[7])
                 ERR=1'b1;
             end
             4'b1101:                         
             begin
               if(OPB[0])
                 OPA_1 = {OPA[0], OPA[7:1]};
               else
                 OPA_1 = OPA;
               if(OPB[1])
                 OPB_1 =  {OPA_1[1:0], OPA_1[7:2]}; 
               else
                 OPB_1= OPA_1;
               if(OPB[2])
                 RES =  {OPB_1[3:0], OPB_1[7:4]} ;
               else
                 RES = OPB_1;
               if(OPB[4] | OPB[5] | OPB[6] | OPB[7])
                 ERR=1'b1;
             end
             default:     
               begin
               RES=9'bzzzzzzzzz;
               COUT=1'bz;
               OFLOW=1'bz;
               G=1'bz;
               E=1'bz;
               L=1'bz;
               ERR=1'bz;
               end
          endcase
     end
    end
   end
endmodule
$ cat run.sh
#!/bin/bash
# OpenROAD 26Q1-2900-gdf79404cd8, Yosys 0.63+post, stock flow scripts
make -C /OpenROAD-flow-scripts/flow DESIGN_CONFIG=/design/flow/config.mk WORK_HOME=/design/flow/orfs finish
$ cat config.mk
export PLATFORM = sky130hd
export DESIGN_NAME = Eight_bit_ALU_rtl_design
export DESIGN_NICKNAME = Eight_bit_ALU_rtl_design
export VERILOG_FILES = /design/flow/design.v
export SDC_FILE = /design/flow/constraint.sdc
export NUM_CORES = 4
export LEC_CHECK = 1
export CORE_UTILIZATION = 40
$ cat constraint.sdc
current_design Eight_bit_ALU_rtl_design

set clk_period 6.2
set clk_io_pct 0.2

create_clock -name clk0 -period $clk_period [get_ports {CLK}]

set non_clock_inputs [all_inputs -no_clocks]
set_input_delay [expr $clk_period * $clk_io_pct] -clock clk0 $non_clock_inputs
set_output_delay [expr $clk_period * $clk_io_pct] -clock clk0 [all_outputs]
==> Changelog: implementation <==
### Changed

* Synth Seq Share at 7.74%
* All-layer global routing usage at 31.0%
* Setup crit start kind: input pin
* Vias per inst at 6.43
* TritonCTS clock tree: built
* Yosys chip area at 0.00427 mm²
* Data arrival, critical path at 4.92 ns
* Hold Buf Count CTS at 0
* Initial antenna violation count at 0
* Post-synth ARST share at 0%
* Routed wire length at 16600 µm
* Setup Buffers After CTS at 0
* DRT antenna net count at 0
* Leakage at 1.91 nW
* Cycle use final at 80.4%
* Hold crit path type: in2reg
* Final instance area at 0.00473 mm²
* DR top layer: met4
* Post-route DRC at 0
* Synth Register Bits at 11
* CP bufs+invs at 2
* # Cells Yosys at 584
* First-pass GRT wire length at 25700 µm
* Bufs on Longest Clock Path at 2
* # port buffers at 34
* Die Wd at 105 µm
* Crit-path cells: clkdlybuf4s50_1 -> nor2b_1 -> nand2_1 -> inv_1 -> ha_1 -> nand2b_1 -> a21oi_1 -> or4_1 -> a311o_1 -> mux2_4 -> nor4_2 -> a41oi_1
* Met2 WL at 7260 µm
* Layout cells sized above 1 at 6.70%
* Pwr dens at 120 mW/mm²
* Slowest-stage cell, CP: clkdlybuf4s50_1
* WL met1 at 7430 µm
* # IOs at 40
* CP max stage delay at 0.54 ns
* Routed WL per cell at 22.6 µm
* Maximum VDD drop at 0.0000831 V
* Yosys warning total at 50
* HPWL after DPL at 12900 µm
* Critical path class: in2reg
* CP max FO at 7
* Crit. End Element: flip-flop
* Die area at 0.0111 mm²
* Largest net degree at the start of global routing at 40
* Avg Cell Area, Syn at 7.31 µm²
* Fillers at 1040
* Top cell excl fill/tap: nor2_1
* Final Max Slew Viols at 0
* Diodes inserted at 0
* Post-CTS sizing at 0
* Total grt overflow at 0
* Rel. slew slack at 53.2%
* WHS Endpoint: RES[6]$_DFFE_PP_
* Final setup violation count at 0
* Clock buffer count from CTS at 3
* RePlAce Congestion at 1.02
* Drt pass-1 iters at 7
* Top delay family on crit path: simple AND/OR/NAND/NOR gates
* Die Y-Extent at 105 µm
* Dpl cell area at 0.00468 mm²
* Cell Rows at 37
* DRT iter0 DRCs at 484
* Root Driver: clkbuf_8
* Top cells excl fill/tap: 63 x nor2_1, 49 x ha_1, 40 x o21ai_0
* Run status: completed
* Metal3 WL at 1430 µm
* Hold Crit Depth at 1
* CTS clk-pin slew, worst paths at 0.05 ns
* Post-layout min period at 4.99 ns
* Final Hold Viols at 0
* Crit path from: CMD[0]
* Max Cap Viol at 0
* Initial core utilization at 41.4%
* Number of global-route vias before repair at 4298
* Core area at 0.0103 mm²
* RSZ-0062 raised after global routing: no
* Setup TNS at 0 ns
* H-tree Lvls at 1
* Post-Syn Instances at 584
* Unique cell types at 76
* Worst Hold Launch: CE
* Tool warnings at 49
* Worst-Margin Slew at 0.698 ns
* F_max at 0.201 GHz
* Main flop type: edfxtp_1
* Number of enable flip-flop cells at 11
* Mapped cell area at 0.00427 mm²
* Via count at 4713
* Area growth, synth to finish at 10.7%
* CP required at 6.13 ns
* Sink Count at 11
-- how the worst max path moves through the flow --
stage	to	slack, ns	depth (start not counted)
after CTS	RES[8]$_SDFFCE_PN0P_	1.33	12
after global routing	RES[8]$_SDFFCE_PN0P_	1.14	12
final	RES[8]$_SDFFCE_PN0P_	1.21	12
-- where the power goes --
part | internal, W | switching, W
Combinational | 0.000159 | 0.000243
Sequential | 0.0000945 | 0.00000205
Clock | 0.0000450 | 0.0000250
-- metal layers --
layer | GRT usage [%] | up-vias
met5 | 0 | -
met4 | 8.35 | 0
met3 | 5.24 | 30
met2 | 46.8 | 229
met1 | 45.9 | 2226
li1 | - | 2228
-- synth_stat cells, drive strengths merged, types with 3 or more instances --
master | n | area share [%]
a2111oi | 4 | 0.82
a211o | 5 | 1.1
a211oi | 15 | 2.8
a21o | 7 | 1.2
a21oi | 35 | 4.1
a221o | 5 | 1.2
a221oi | 6 | 1.2
a22oi | 6 | 1.1
a2bb2oi | 3 | 0.76
a31oi | 12 | 1.8
a32oi | 7 | 1.6
and2 | 4 | 0.59
and3 | 4 | 0.59
buf | 24 | 3.2
clkbuf | 15 | 1.3
edfxtp | 11 | 7.7
fa | 4 | 1.9
ha | 49 | 14
inv | 40 | 3.5
mux2 | 8 | 2.2
mux2i | 11 | 2.6
mux4 | 6 | 3.2
nand2 | 37 | 3.3
nand2b | 9 | 1.3
nand3 | 12 | 1.4
nand4 | 4 | 0.59
nor2 | 63 | 5.5
nor2b | 7 | 1.0
nor3 | 18 | 2.1
nor4 | 7 | 1.2
o211ai | 8 | 1.4
o21a | 6 | 1.1
o21ai | 41 | 4.8
o21bai | 4 | 0.70
o221ai | 3 | 0.62
o22ai | 13 | 1.9
o31ai | 7 | 1.2
o32ai | 4 | 0.82
or2 | 4 | 0.59
xnor2 | 20 | 4.1
xor2 | 7 | 1.4
-- area by class of cell --
cell class	instances	area, µm²	share of cell area [%]
multi-input cells	496	3600	76.3
repair buffers	45	423	8.95
flip-flops and latches	11	330	6.99
well taps	136	170	3.60
inverters	41	154	3.26
clock buffers	4	45.0	0.953
-- per-stage QoR --
step                cells  util (%)  total power [W]  worst slack [ns]  hold slack, ns
floorplan             587         -         0.000361              1.94            1.35
global placement      729      45.3         0.000489              1.08            1.98
detailed placement    729      45.3         0.000490              1.10            1.97
CTS                   733      45.8         0.000562              1.33            1.97
global route          733      45.8         0.000609              1.14            2.00
finish                733      45.8         0.000568              1.21            1.95
-- sequential cells by signal, summed over array words and instances (netlist names) --
register	flops
COUT	1
OFLOW	1
RES	9
-- logic make-up after synthesis --
kind of cell             synth area share [%]
other                                  0.0878
adder cells (fa/ha/maj)                  16.2
flip-flops                               7.74
XOR/XNOR                                 6.07
multiplexers                             7.94
AND/OR/NAND/NOR                          19.4
buffers and inverters                    8.12
AND-OR/OR-AND                            34.4
Power is estimated from default activity; no workload was simulated.
